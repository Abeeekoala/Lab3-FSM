===== ./constraint.sdc =====
current_design top

set clk_period 4.7
set clk_io_pct 0.2

create_clock -name clk0 -period $clk_period [get_ports {clk}]

set non_clock_inputs [all_inputs -no_clocks]
set_input_delay [expr $clk_period * $clk_io_pct] -clock clk0 $non_clock_inputs
set_output_delay [expr $clk_period * $clk_io_pct] -clock clk0 [all_outputs]

===== ./run.sh =====
#!/bin/bash
# OpenROAD 26Q1-2900-gdf79404cd8, Yosys 0.63+post, stock flow scripts
make -C /OpenROAD-flow-scripts/flow DESIGN_CONFIG=/design/flow/config.mk WORK_HOME=/design/flow/orfs finish

===== ./design.v =====
module f1_fsm (
    input   logic       rst,
    input   logic       en,
    input   logic       clk,
    output  logic [7:0] data_out
);
typedef enum logic[3:0] {S0, S1, S2, S3, S4, S5, S6, S7, S8} F1_state;        
F1_state current_S, next_S;
always_ff @(posedge clk or posedge rst)
    if (rst)    current_S <= S0;
    else        current_S <= next_S; 
always_comb
    case (current_S)
            S0, S1, S2, S3, S4, S5, S6, S7:     next_S = en ? current_S + 1 : current_S;
            S8:                                 next_S = en ? S0 : current_S;
            default:                            next_S = S0;  
    endcase
assign data_out = (8'b1 << current_S) - 1;  
endmodule
module clktick #(
    parameter WIDTH = 16
)(
  input  logic             clk,       
  input  logic             rst,       
  input  logic             en,        
  input  logic [WIDTH-1:0] N,     	  
  output logic  		   tick       
);
logic [WIDTH-1:0] count;
always_ff @ (posedge clk)
    if (rst) begin
        tick <= 1'b0;
        count <= N;  
        end
    else if (en) begin
        if (count == 0) begin
            tick <= 1'b1;
            count <= N;
            end
        else begin
            tick <= 1'b0;
            count <= count - 1'b1;
            end
        end
endmodule
module top #(
    parameter N = 26
) (
    input logic         clk,
    input logic         rst,
    input logic         N_in,  
    output logic [7:0]  data_out
);
logic fsm_en = 0;
clktick clktick(
        .clk        (clk),
        .rst        (rst),
        .en         (1'b1),
        .N          (N_in),
        .tick       (fsm_en)
);
f1_fsm  f1_fsm(
        .clk        (clk),
        .rst        (rst),
        .en         (fsm_en),
        .data_out   (data_out)
);
endmodule

===== ./config.mk =====
export PLATFORM = sky130hd
export DESIGN_NAME = top
export DESIGN_NICKNAME = top
export VERILOG_FILES = /design/flow/design.v
export SDC_FILE = /design/flow/constraint.sdc
export NUM_CORES = 4
export LEC_CHECK = 1
export CORE_AREA = 10 10 90 90
export DIE_AREA = 0 0 100 100
export SYNTH_HDL_FRONTEND = slang

==> PnR_summary.wiki <==
== Run summary ==
{| class="wikitable"
! Metric !! Value
|-
| # placed instances || 221
|-
| Combined buffer and inverter count along the critical path || 2
|-
| CP peak stage delay || 0.48 ns
|-
| Filler Cell Count || 674
|-
| Worst clock skew || 0.00681 ns
|-
| Number of port buffers || 10
|-
| Diode count || 0
|-
| CTS root buf || clkbuf_8
|-
| Maximum buffer depth of the clock tree || 2
|-
| Number of top-level pins || 11
|-
| Slew margin rel. || 59.2%
|-
| Maximum ir drop on the vdd rail || 381 uV
|-
| Capturing element type of the critical path || primary output
|-
| Clock slew seen by the registers of the worst setup and hold paths || 0.07 ns
|-
| Top cell by count, worst path || ha_1
|-
| Die height || 100 um
|-
| CTS-repair resized insts || 0
|-
| CTS H-Tree Depth || 1
|-
| List of cells traversed by the critical path || inv_1, ha_1, nand2_1, ha_1, nand2b_1, o311ai_0, a31oi_1, clkdlybuf4s50_1
|-
| Floorplan-stage core utilization || 19.7%
|-
| Leak || 0.572 nW
|-
| Global-route usage over all layers || 4.20%
|-
| Actual transition at the worst max-transition pin || 0.607 ns
|-
| Post-synth top area cell || dfxtp_1
|-
| Setup repair after global routing missed its margin || no
|-
| Critical Path RT || 3.76 ns
|-
| Slowest CP cell || clkdlybuf4s50_1
|-
| Count of final max-slew check failures || 0
|-
| Maximum number of pins on one net before global-route repair || 18
|-
| Classification of the worst-slack hold path || reg -> reg
|-
| Synthesized area || 0.00123 mm2
|-
| Sink count of the clock tree || 21
|-
| Layout overhead on the synthesized area || 15.9%
|-
| Die width || 100 um
|-
| WS Path Type || reg -> out
|-
| Tally of yosys warning messages || 0
|-
| Length of the first detailed-routing pass in iterations || 4
|-
| Ranking of synthesized cells by area || dfxtp_1, ha_1, dfrtp_1
|-
| Worst path top cell family by delay || adder cells
|-
| Via/cell ratio || 4.00
|-
| Antenna violations before repair || 0
|-
| Synthesis area per yosys || 0.00123 mm2
|-
| Final TNS setup || 0 ns
|-
| Maximum Capacitance Violations || 0
|-
| CTS tree || built
|-
| Max Clk Rate || 0.299 GHz
|-
| Fraction of layout cells with a size suffix above 1 || 6.08%
|-
| Post-synth regs || 21
|-
| Async set or reset register ratio after synthesis || 19.0%
|-
| Number of global-route vias before repair || 857
|-
| Hold buffers post-CTS || 0
|-
| Global-route wire length before repair || 3740 um
|-
| Time the worst path needs with I/O delays and setup || 3.35 ns
|-
| Standard-cell rows || 29
|-
| Full die area || 0.0100 mm2
|-
| Pwr dens || 716 mW/mm2
|-
| Run status || finished, final reports clean
|-
| Remaining global-route overflow || 0
|-
| Detailed Route Iter0 Violations || 15
|-
| Number of hold violations in the final report || 0
|-
| Via count || 899
|-
| Worst path arrival time || 2.41 ns
|-
| HPWL after detailed placement || 1500 um
|-
| Tally of non-filler cells in the final layout || 225
|-
| Setup-failing EPs final || 0
|-
| Design area || 0.00143 mm2
|-
| Wire length per cell || 9.28 um
|-
| Final wirelength || 2090 um
|-
| Gp weighted congestion || 0.831
|-
| Antenna-violating nets left || 0
|-
| Sequential cell area fraction in the yosys report || 35.7%
|-
| Number of enable flip-flop cells || 0
|-
| Number of standard cells reported by yosys || 139
|-
| Placed cell areas || 0.00138 mm2
|-
| Mean Syn Cell Area || 8.88 um2
|-
| Period utilization || 71.2%
|-
| Startpoint type of the worst setup path || register
|-
| Number of warnings the tools reported || 30
|-
| Maximum fanout count along the critical path || 10
|-
| Latency at later pin || 0.26 ns
|-
| Top cells by count, synth || nor2_1, dfxtp_1, xor2_1
|-
| Instance count of the mapped netlist || 139
|-
| Fraction of synthesized cell area taken by the top area cell type || 27.6%
|-
| Ys flop type || dfxtp_1
|-
| Number of distinct library cell variants in the gate-level netlist after synthesis || 35
|-
| Number of buffers created by CTS || 3
|-
| Postcts setup bufs || 0
|-
| CORE AREA || 0.00628 mm2
|-
| Drt drc || 0
|-
| Dominant cell by count in the synthesized netlist || nor2_1
|}
[placed cells by master, fill, tap and decap left out, types with 4 or more instances in the layout]
cell             netlist  routed
dfrtp_1                4       4
a21oi_1                5       5
inv_1                  8       8
o21ai_0                5       5
nand4_1                5       5
ha_1                   9       9
clkdlybuf4s50_1        0      10
nand2_1               10      10
xnor2_1                5       5
dfxtp_1               17      17
xor2_1                11      11
nor2_1                24      24
[worst register-to-register path, stage by stage, from the launching register on]
cell and delay, ns:
dfxtp_1 0.35, nor4_4 0.60, a41o_1 0.66, o21ai_0 0.14
[per-layer routing]
layer	share of wire (%)	track usage, %	up-vias
met5	0	0	-
met4	0.57	0.435	0
met3	5.6	1.46	2
met2	36	5.72	16
met1	58	6.43	388
li1	-	-	493
[per-stage QoR]
step                      hold WS [ns]  power [mW]  util, %  setup WS (ns)
after global placement           0.480       0.915     22.0           1.68
after floorplan                  0.465       0.715        -           2.26
final                            0.501        1.02     22.8           1.35
after CTS                        0.506        1.04     22.8           1.32
after global routing             0.519        1.14     22.8           1.05
after detailed placement         0.490       0.919     22.0           1.60
[final timing paths]
kind | start | endpoint | slack [ns] | cells past startpoint
worst max-delay path | f1_fsm.current_S[0] | data_out[6] | 1.35 | 8
worst min-delay path | clktick.count[6] | clktick.count[6] | 0.50 | 2
worst max register to register | clktick.count[5] | clktick.count[0] | 2.82 | 3
worst min register to register | clktick.count[6] | clktick.count[6] | 0.50 | 2
max in group asynchronous | rst | f1_fsm.current_S[3] | 3.58 | 2
min in group asynchronous | rst | f1_fsm.current_S[0] | 0.97 | 2
[flip-flops by register name, indices dropped and copies added (netlist names)]
name,flops
clktick.count,16
f1_fsm.current_S,4
clktick.tick,1
[cells by family after synthesis]
kind of cell	Yosys count	synth area share (%)
AOI/OAI and AO/OA	19	10.5
xor gates and xnor gates	16	11.4
adders and majority gates	9	9.13
buffers and inverters	13	6.19
DFF	21	35.7
and+or+nand+nor	61	27.1
[layout make-up]
cell class / count / area [um2] / share of cell area, %
sequential: 21 / 440 / 30.8
multi-input combinational: 105 / 717 / 50.1
clock buffer: 3 / 41.3 / 2.89
inverter: 8 / 30.0 / 2.10
clock inverter: 1 / 5.00 / 0.350
timing repair buffer: 10 / 100 / 7.00
tap: 77 / 96.3 / 6.74
[where the power goes]
part,internal (mW),switching [mW],leakage (nW)
clock network,0.0589,0.0545,0.0255
logic,0.332,0.280,0.353
registers,0.233,0.0653,0.194
Power and IR drop assume default switching activity.
